==> flow/design.v <==
module ALU(
  input [3:0]    i_ctrl,
  input [31:0]   i_1, i_2,
  output [31:0]  o_1,
  output         o_zero, o_neg, o_negU
);
  assign o_1 = operation(i_ctrl, i_1, i_2);
  assign o_zero = (o_1 == 0)? 1 : 0;
  assign o_neg = ($signed(o_1) < 0)? 1 : 0;
  assign o_negU = (i_1 < i_2)? 1 : 0;
  function [31:0] operation(
    input [3:0] i_ctrl,
    input [31:0] i_1, i_2
  );
    case(i_ctrl)
      4'b0000:  operation = i_1 + i_2;
      4'b0001:  operation = i_1 - i_2;
      4'b0010:  operation = i_1 | i_2;
      4'b0011:  operation = i_1 & i_2;
      4'b0100:  operation = i_1 ^ i_2;
      4'b0101:  operation = $signed(i_1) >>> $signed(i_2);
      4'b0110:  operation = i_1 >> i_2;
      4'b0111:  operation = i_1 << i_2;
      4'b1101:  
        if ($signed(i_1) < $signed(i_2))
                operation = 32'd1;
        else    operation = 32'd0;
      4'b1110:  
        if (i_1 < i_2)
                operation = 32'd1;
        else    operation = 32'd0;
      default:  operation = 32'bx;  
    endcase
  endfunction
endmodule
==> flow/run.sh <==
#!/bin/bash
# OpenROAD 26Q1-2900-gdf79404cd8, Yosys 0.63+post, stock flow scripts
make -C /OpenROAD-flow-scripts/flow DESIGN_CONFIG=/design/flow/config.mk WORK_HOME=/design/flow/orfs finish
==> flow/config.mk <==
export PLATFORM = sky130hd
export DESIGN_NAME = ALU
export DESIGN_NICKNAME = ALU
export VERILOG_FILES = /design/flow/design.v
export SDC_FILE = /design/flow/constraint.sdc
export NUM_CORES = 4
export LEC_CHECK = 1
export CORE_UTILIZATION = 50
==> flow/constraint.sdc <==
current_design ALU

set clk_period 21.5
set clk_io_pct 0.2

create_clock -name clk0 -period $clk_period

set non_clock_inputs [all_inputs -no_clocks]
set_input_delay [expr $clk_period * $clk_io_pct] -clock clk0 $non_clock_inputs
set_output_delay [expr $clk_period * $clk_io_pct] -clock clk0 [all_outputs]
==> run_results.csv <==
group,metric,value,unit
sta,post-route-period-util,0.653,
sta,final_hold_viol_count,0,
sta,rsz_0062_raised_after_global_routing,"no",
route,route.detailed.vias_per_inst,7.58,
finish,seq_area,0,sq um
logic_synthesis,netlist_area,11000,sq um
global_route,globalRoute.totalOverflow,0,
die,core.rowCount,54,
power_and_ir_drop,design_power_total,0.000328,W
place,gpl.final_weighted_congestion,1.17,
route,dr.first_iter.drc_count,1701,
logic_synthesis,synth.yosys.seq_area_share,0,
route,diodes,0,
die,fp-utilization,0.508,
sta,period_needed,14.05,ns
sta,drv_slew,0,
finish,syn2layout_area_growth,8.97,%
sta,slew-limit-headroom,0.346,
global_route,grt_pass1_vias,12208,
route,routed_wirelength,53.8,mm
die,die-area,22700,sq um
die,num_io_pins,103,
place,dp.final_hpwl,41.0,mm
die,die_width,151,um
run,cap_viol_max_count,0,
sta,setup_violations,0,
logic_synthesis,synth_warnings,1,
finish,drive_gt1_frac,0.117,
critical_path,critPathKind,"in2out",
route,post_drt_antenna_nets,0,
finish,layout_sequential_cell_count,0,
route,drcViolationCount,0,
critical_path,start_kind,"primary input",
run,tool_warnings,96,
clocking,cts.repair_timing.setup_buffer_count,0,
outcome,status,"finished clean",
logic_synthesis,synth_cell_types,98,
route,route.vias.total,13602,
global_route,antenna_violations_before_repair,2,
clocking,ctsHoldBuffers,0,
clocking,cts_resized,0,
finish,final_area,12000,sq um
logic_synthesis,avgSynthCellArea,7.24,sq um
critical_path,worst_ep_arrival_time,9.75,ns
power_and_ir_drop,power_leakage,4.69,nW
finish,clock_buffer_count,0,
logic_synthesis,ys_area,11000,sq um
route,wl_per_cell,30.0,um
global_route,groute.usage.overall,0.487,
sta,timing.setup.tns,0,ns
place,postPlaceCellArea,12000,sq um
critical_path,worst-path-max-fanout,32,
die,die-height,151,um
sta,max_freq,0.0712,GHz
logic_synthesis,netlist_instances,1525,
route,detailedRoute.firstPassIterationCount,6,
global_route,global_route_wire_length_before_repair,78.9,mm
power_and_ir_drop,powerDensity,27.3,nW/um^2
die,core,21800,sq um
power_and_ir_drop,max-vdd-ir-drop,0.0210,mV
logic_synthesis,ys_cells,1525,
worst_hold_path,hold_path.class,"in2out",
critical_path,cp_data_required_time,17.20,ns
global_route,grt_start_max_net_pins,58,
sta,tightestPinTransition,0.957,ns
critical_path,cp-end-kind,"output port",
place,io_buffer_count,103,
-- stage by stage --
stage / utilization / cells / worst slack (ns) / hold WS [ns]
5_1_grt: 0.553 / 1795 / 7.19 / 10.0
6_report: 0.553 / 1795 / 7.45 / 9.96
3_5_place_dp: 0.553 / 1795 / 7.65 / 9.91
2_1_floorplan: - / 1525 / 9.29 / 8.74
3_3_place_gp: 0.553 / 1795 / 7.74 / 9.93
4_1_cts: 0.553 / 1795 / 7.65 / 9.92
-- worst max-delay path, stage by stage --
cell	delay, ns
sky130_fd_sc_hd__clkdlybuf4s50_1	0.45
sky130_fd_sc_hd__buf_4	0.38
sky130_fd_sc_hd__inv_1	0.42
sky130_fd_sc_hd__ha_1	0.60
sky130_fd_sc_hd__nand4_1	0.30
sky130_fd_sc_hd__a211oi_1	0.54
sky130_fd_sc_hd__o41a_1	0.35
sky130_fd_sc_hd__a31oi_1	0.18
sky130_fd_sc_hd__o21a_1	0.24
sky130_fd_sc_hd__a2111oi_0	0.37
sky130_fd_sc_hd__o21ai_0	0.24
sky130_fd_sc_hd__nor4b_1	0.38
sky130_fd_sc_hd__nand4_1	0.23
sky130_fd_sc_hd__nor4_2	0.24
sky130_fd_sc_hd__clkdlybuf4s50_1	0.49
-- cell families after synthesis --
family | count (synthesis) | share of synthesized area
AOI/OAI and AO/OA | 558 | 0.354
adders and majority gates | 98 | 0.112
buffers and inverters | 242 | 0.0941
xor gates and xnor gates | 10 | 0.00793
and+or+nand+nor | 462 | 0.214
muxes | 155 | 0.218
-- worst paths after layout --
kind | startpoint | cells past startpoint | to
worst max-delay path | i_2[5] | 15 | o_zero
worst min-delay path | i_2[1] | 6 | o_1[3]
-- cell usage in the layout (no fill, tap or decap), types with 20 or more instances in the layout --
cell type / netlist / layout
sky130_fd_sc_hd__mux2_2: 29 / 29
sky130_fd_sc_hd__inv_1: 90 / 90
sky130_fd_sc_hd__clkdlybuf4s50_1: 0 / 99
sky130_fd_sc_hd__nand4_1: 20 / 20
sky130_fd_sc_hd__nor2_1: 117 / 117
sky130_fd_sc_hd__mux4_2: 64 / 64
sky130_fd_sc_hd__a21oi_1: 102 / 102
sky130_fd_sc_hd__nand3_1: 44 / 44
sky130_fd_sc_hd__o21ai_1: 22 / 22
sky130_fd_sc_hd__nand2_1: 102 / 102
sky130_fd_sc_hd__o21ai_0: 78 / 78
sky130_fd_sc_hd__a221oi_1: 22 / 22
sky130_fd_sc_hd__o211ai_1: 36 / 36
sky130_fd_sc_hd__mux2i_1: 56 / 56
sky130_fd_sc_hd__a31oi_1: 33 / 33
sky130_fd_sc_hd__buf_4: 10 / 36
sky130_fd_sc_hd__a211oi_1: 22 / 22
sky130_fd_sc_hd__a21o_1: 23 / 23
sky130_fd_sc_hd__ha_1: 96 / 96
sky130_fd_sc_hd__nor3_1: 38 / 38
-- routing by layer --
layer | global-route usage | up-vias | share of wire
li1 | - | 5922 | -
met1 | 0.658 | 6374 | 0.37
met2 | 0.718 | 1076 | 0.43
met3 | 0.144 | 226 | 0.14
met4 | 0.237 | 4 | 0.062
met5 | 0 | - | 0.00058
-- cell usage after synthesis, types with 29 or more instances --
cell,count,share of area
sky130_fd_sc_hd__nor2_1,117,0.040
sky130_fd_sc_hd__a21oi_1,102,0.046
sky130_fd_sc_hd__nand2_1,102,0.035
sky130_fd_sc_hd__clkbuf_1,96,0.033
sky130_fd_sc_hd__ha_1,96,0.11
sky130_fd_sc_hd__inv_1,90,0.031
sky130_fd_sc_hd__o21ai_0,78,0.035
sky130_fd_sc_hd__mux4_2,64,0.13
sky130_fd_sc_hd__mux2i_1,56,0.051
sky130_fd_sc_hd__nand3_1,44,0.020
sky130_fd_sc_hd__nor3_1,38,0.017
sky130_fd_sc_hd__o211ai_1,36,0.024
sky130_fd_sc_hd__a31oi_1,33,0.019
sky130_fd_sc_hd__mux2_2,29,0.030
-- final cells by class --
type / count / area, sq um
inverters: 95 / 357
multi-input cells: 1283 / 10100
repair buffers: 137 / 1270
well taps: 280 / 350
fillers: 2087 / 9720
-- report_power, final --
| part | total [W] | internal (W) | switching, W |
|---|---|---|---|
| registers | 0 | 0 | 0 |
| logic | 0.000328 | 0.000133 | 0.000195 |
| clock network | 0 | 0 | 0 |
| total | 0.000328 | 0.000133 | 0.000195 |
Power is estimated from default activity; no workload was simulated.
