File: flow/design.v
module csrLU (
  input [1:0] i_ctrl,
  input [31:0] i_1, i_2,
  output [31:0] o_1
);
  assign o_1 = operation(i_ctrl, i_1, i_2);
  function [31:0] operation (
    input [1:0] i_ctrl,
    input [31:0] i_1, i_2
  );
    case (i_ctrl)
      2'b01:    operation =       i_2;
      2'b10:    operation = i_1 | i_2;
      2'b11:    operation = i_1 & ~i_2;
      default:  operation = 32'bx;
    endcase
  endfunction
endmodule
File: flow/config.mk
export PLATFORM = sky130hd
export DESIGN_NAME = csrLU
export DESIGN_NICKNAME = csrLU
export VERILOG_FILES = /design/flow/design.v
export SDC_FILE = /design/flow/constraint.sdc
export NUM_CORES = 4
export LEC_CHECK = 1
export CORE_AREA = 10 10 70 70
export DIE_AREA = 0 0 80 80
File: flow/constraint.sdc
current_design csrLU

set clk_period 2.3
set clk_io_pct 0.2

create_clock -name clk0 -period $clk_period

set non_clock_inputs [all_inputs -no_clocks]
set_input_delay [expr $clk_period * $clk_io_pct] -clock clk0 $non_clock_inputs
set_output_delay [expr $clk_period * $clk_io_pct] -clock clk0 [all_outputs]
File: flow/run.sh
#!/bin/bash
# OpenROAD 26Q1-2900-gdf79404cd8, Yosys 0.63+post, stock flow scripts
make -C /OpenROAD-flow-scripts/flow DESIGN_CONFIG=/design/flow/config.mk WORK_HOME=/design/flow/orfs finish
==> results.txt <==
Register Area = 0 um^2
Router iterations before antenna repair = 4
Vias = 920
Worst setup path class = in2out
Worst vdd ir = 0.06635 mV
DRT iter0 DRCs = 22
Synth top cells by count = 34 x a21oi_1, 30 x a21oi_2, 5 x buf_6
Number of placed cells counting well taps = 211
Final-layout clock buffer total = 0
CP peak stage delay = 0.48 ns
Registers = 0
Final setup TNS = 0 ns
Setup crit start = i_ctrl[1]
Unrepaired setup endpoints after global routing = no
Worst EP required = 1.84 ns
First-pass GRT wire length = 4864 um
Crit-path cells = dlygate4sd2_1 -> and2_4 -> buf_12 -> a21oi_2 -> clkdlybuf4s50_1
Diodes inserted = 0
Worst Path Buf+Inv = 3
Vias in the first global route = 902
Antenna violations before repair = 0
Mean Syn Cell Area = 6.976 um^2
Cell taking the most area after synthesis = a21oi_2
Die X = 80 um
Seq share, synth = 0%
Non-filler instance count after layout = 214
Crit path max-delay cell type = clkdlybuf4s50_1
Routed Antenna Nets = 0
Final WL = 3225 um
Fp util = 14.91%
Filler cell count = 341
Max capacitance violation total = 0
# Cells Yosys = 73
Synthesized instance count = 73
Largest net degree at the start of global routing = 18
Layout Utilization = 45.35%
Top cells, area = a21oi_2 52%, a21oi_1 33%, buf_6 11%
DP Wirelength = 2702 um
Die height = 80 um
Max FO, Critical Path = 9
Crit path launch type = input port
YS warnings = 1
Boundary pin count = 98
Grt ovf = 0
Crit path time final = 2.181 ns
Family with the most delay on the worst path = buffers and inverters
DRC viols = 0
Hold Violations, Final = 0
Power per cell area = 192.6 nW/um^2
OpenROAD warnings = 32
Cts hold-fix bufs = 0
Data arrival, critical path = 1.72 ns
Min-delay worst type = in2out
Area Overhead vs Synth = 204.2%
Distinct lib cells = 5
Status = completed
Wire per inst = 15.07 um
Yosys chip area = 509.2 um^2
Port Buffers = 98
Worst slew margin = 79.83%
Tcrit/Tclk final = 94.82%
Core area = 3416 um^2
Leak pwr = 0.0005339 uW
Crit. End Element = output port
Share of cells above drive strength 1 = 21.43%
Chip area = 6400 um^2
Highest clock rate = 0.4585 GHz
Row Count = 21
Slew @ Worst Pin = 0.3025 ns
Pins Over Slew Limit = 0
Setup-failing EPs final = 0
Global-route usage over all layers = 9.351%
HP Start = i_2[29]
Top-area cell share = 51.60%
Synth Cell Area = 509.2 um^2
Count leader, synth = a21oi_1
Vias per cell = 4.299
Gpl congestion = 0.8117
Hold_ws = 1.862 ns
-- stage by stage --
step | total power [uW] | cell area (um^2) | setup WS [ns]
after floorplan | 74.28 | 509.2 | 0.7962
after global placement | 289.2 | 1495 | -0.2094
after detailed placement | 290.4 | 1495 | -0.2518
after CTS | 303.8 | 1549 | 0.1025
after global routing | 323.7 | 1549 | 0.04411
final | 298.3 | 1549 | 0.1191
-- repair_timing --
action,in CTS,in global routing
setup endpoints to repair,32,0
buffers inserted,2,0
gates resized,5,0
-- logic make-up (layout without fill, tap and decap cells) --
family | after synthesis | count (layout) | synth area share (%)
buffers and inverters | 8 | 102 | 13.27
and+or+nand+nor | 1 | 2 | 1.720
AOI/OAI and AO/OA | 64 | 64 | 85.01
-- power by group --
group	switching, uW	total (uW)	internal [uW]
combinational	85.9	298	212
clock	0	0	0
sequential	0	0	0
total	85.9	298	212
-- layer usage --
metal / GRT usage [%] / share of wire [%] / vias to the layer above
li1: - / - / 471
met1: 12.59 / 41 / 382
met2: 13.72 / 41 / 67
met3: 4.886 / 17 / 0
met4: 0 / 0 / 0
met5: 0 / 0 / -
-- cell type report --
class                      instances  area (um^2)  area share (%)
tap                               46        57.56           3.716
multi-input combinational         66        450.4           29.08
timing repair buffer             102         1041           67.21
-- final timing paths --
check	cells past startpoint	slack, ns	endpoint
max	5	0.12	o_1[11]
min	3	1.86	o_1[29]
-- placed cells by master, fill, tap and decap left out --
cell type,n
clkdlybuf4s50_1,96
dlygate4sd2_1,2
and2_4,2
a21oi_2,30
buf_6,2
a21oi_1,34
buf_12,2
Power and IR drop assume default switching activity.
