**flow/design.v**
```verilog
module readDataExtend(
  input i_isLoadSigned,
  input [1:0] i_memSize,
  input [31:0] i_readData,
  output [31:0] o_readDataExt
);
  assign o_readDataExt = extend(i_isLoadSigned, i_memSize, i_readData);
  function [31:0] extend(
    input i_isLoadSigned,
    input [1:0] i_memSize,
    input [31:0] i_readData
  );
    case (i_isLoadSigned)
      1'b0:      extend = i_readData;   
      1'b1:                             
        case (i_memSize)
          2'b00: extend = i_readData;                                  
          2'b01: extend = { {16{i_readData[15]}}, i_readData[15:0] };  
          2'b10: extend = { {24{i_readData[7]}}, i_readData[7:0] };    
          2'b11: extend = { {24{i_readData[7]}}, i_readData[7:0] };    
          default: extend = i_readData;
        endcase
      default: extend = {32{1'bx}};
    endcase
  endfunction
endmodule
```
**flow/run.sh**
```bash
#!/bin/bash
# OpenROAD 26Q1-2900-gdf79404cd8, Yosys 0.63+post, stock flow scripts
make -C /OpenROAD-flow-scripts/flow DESIGN_CONFIG=/design/flow/config.mk WORK_HOME=/design/flow/orfs finish
```
**flow/config.mk**
```make
export PLATFORM = sky130hd
export DESIGN_NAME = readDataExtend
export DESIGN_NICKNAME = readDataExtend
export VERILOG_FILES = /design/flow/design.v
export SDC_FILE = /design/flow/constraint.sdc
export NUM_CORES = 4
export LEC_CHECK = 1
export CORE_AREA = 10 10 70 70
export DIE_AREA = 0 0 80 80
```
**flow/constraint.sdc**
```tcl
current_design readDataExtend

set clk_period 1.6
set clk_io_pct 0.2

create_clock -name clk0 -period $clk_period

set non_clock_inputs [all_inputs -no_clocks]
set_input_delay [expr $clk_period * $clk_io_pct] -clock clk0 $non_clock_inputs
set_output_delay [expr $clk_period * $clk_io_pct] -clock clk0 [all_outputs]
```
==> datasheet_impl.txt <==
Physical design parameters

Parameter                              Value

Drt
  Per-cell routed wire length    14.02 µm
  DRC violations left    0
  Drt total wl    2691 µm
  # diodes    0
  Final ANT Viol Nets    0
  Vias per cell    4.365
  Number of search-and-repair iterations in the first detailed-routing pass    2
  Number of violations reported at the end of detailed-routing iteration 0    4
  Via count of the routed design    838

GRT
  Wire length of the first global-routing pass    4374 µm
  Largest net degree at the start of global routing    12
  Antenna violations before repair    0
  GRT Residual Overflow    0
  Number of global-route vias before repair    930
  Total global-route track usage    0.08035

Power
  Switching portion of total power    0.3577
  Clock network fraction of total power    0
  Portion of total power attributed to combinational logic    1.000
  Power spent charging and discharging nets    132.4 µW
  Power Density    255.2 mW/mm²
  Final Power    370.1 µW
  Standby leakage power    0.0006606 µW
  Maximum resistive drop on vdd    0.0001276 V
  Share of total power in sequential cells    0
  Total internal power    237.7 µW

Synthesis
  Number of unique standard cell types used by synthesis    14
  Portion of the post-synthesis area used by sequential elements    0
  Yosys warning tally    1
  Number of cell instances after yosys synthesis    79
  Post-synthesis cell count    79
  Cell area after synthesis    625.6 µm²
  Chip area estimate from yosys synthesis    625.6 µm²
  Post-synthesis average cell area    7.919 µm²

Timing
  Tightest Pin Transition    331.7 ps
  Final clock period utilization by the worst path    0.9998
  Post-route minimum period    1600 ps
  Worst rel slew slack    0.7772
  Highest achievable clock rate    625.1 MHz
  Crit path setup slack, layout    0.2417 ps
  Count of final max-slew check failures    0
  RSZ-0062 raised after global routing    true
  Sum Neg Setup Slack    0 ps
  Endpoints failing hold    0
  Total of endpoints with negative setup slack in the final report    0

Setup path
  Data required time at the worst endpoint    1280 ps
  Category of the most critical setup path    in2out
  Startpoint of the worst setup timing path    i_isLoadSigned
  Type of origin of the critical path    primary input
  CP arrival    1280 ps
  Maximum fanout along the worst path    5
  Worst setup path endpoint    o_readDataExt[31]
  Endpoint class of the critical path    output pin

Cells and area
  Number of flip-flops and latches    0
  Post-route cell area    0.001450 mm²
  Area delta synth->final    131.8%
  # fillers    332
  Share of cells above drive strength 1    0.5479
  Logic area    605.6 µm²
  Clock buffer count in the final layout    0
  Area used by sequential logic in the layout    0 µm²
  Cell Count, Final, Fillers Out    192

Job
  Max-cap viol count    0
  Tool warnings    34

Floorplan
  Core utilization before placement    0.1832
  Site Rows    21
  DIE WIDTH    80 µm
  Vertical die dimension    80 µm
  Standard cell core area    0.003416 mm²
  Area of the die    0.006400 mm²
  Top-level I/O count    67

Place
  Number of buffer cells added on primary ports    53
  Instance count after placement with tap cells included    174
  Total cell area at the placement stage    0.001207 mm²
  DP Worst Slack    -779.6 ps
  Detailed Place HPWL    2043 µm
  GPL Wtd Cong    0.7815

Run status
  Status    complete, no violations

Min path
  Path type of the worst min-delay path    in2out
## layout by cell type, fill, tap and decap left out, types with 5 or more instances in the layout
| cell | instances |
|---|---|
| sky130_fd_sc_hd__buf_2 | 18 |
| sky130_fd_sc_hd__buf_12 | 5 |
| sky130_fd_sc_hd__buf_4 | 21 |
| sky130_fd_sc_hd__a21o_1 | 8 |
| sky130_fd_sc_hd__buf_6 | 6 |
| sky130_fd_sc_hd__clkdlybuf4s50_1 | 18 |
| sky130_fd_sc_hd__nor2_1 | 16 |
| sky130_fd_sc_hd__nor3_2 | 6 |
| sky130_fd_sc_hd__nor3_1 | 10 |
| sky130_fd_sc_hd__nor4_4 | 14 |
| sky130_fd_sc_hd__dlygate4sd2_1 | 9 |
## per-layer routing
metal  track usage  share of wire  wire length (µm)  up-vias
li1              -              -                 -      418
met1       0.09558           0.42              1118      376
met2        0.1204           0.42              1127       44
met3       0.05909           0.17               446        0
met4      0.001761              0                 0        0
met5             0              0                 0        -
## worst max-delay path, stage by stage
cell and delay, ps:
sky130_fd_sc_hd__buf_8 100, sky130_fd_sc_hd__nor4bb_4 160, sky130_fd_sc_hd__buf_4 160, sky130_fd_sc_hd__buf_8 140, sky130_fd_sc_hd__nor4_4 260, sky130_fd_sc_hd__buf_2 150
## power groups by stage
stage,combinational (µW),sequential (µW),clock (µW)
after CTS,355,0,0
after global routing,406,0,0
final,370,0,0
## cells by family after synthesis
group | Yosys count | synth area share
compound gates | 8 | 0.09600
buf+inv | 19 | 0.2340
simple gates | 52 | 0.6700
## through the flow
step | utilization | hold slack [ps]
after floorplan | - | 703.4
after global placement | 0.3535 | 640.0
after detailed placement | 0.3535 | 640.0
after CTS | 0.4018 | 640.0
after global routing | 0.4245 | 640.0
final | 0.4245 | 640.0
## repair_timing
| action | in CTS | in global routing |
|---|---|---|
| pin swaps | 14 | 8 |
| buffers inserted | 16 | 3 |
| gates resized | 120 | 17 |
| endpoints found under the setup margin | 25 | 18 |
| hold buffers | 0 | 0 |
| gates cloned | 0 | 0 |
## cells in the mapped netlist
master,number,area [µm²]
sky130_fd_sc_hd__nor2_1,16,60.06
sky130_fd_sc_hd__nor3_1,16,80.08
sky130_fd_sc_hd__nor4_4,10,212.7
sky130_fd_sc_hd__buf_4,9,67.56
sky130_fd_sc_hd__a21o_1,8,60.06
sky130_fd_sc_hd__nor4_1,6,37.54
sky130_fd_sc_hd__clkbuf_1,4,15.01
sky130_fd_sc_hd__buf_6,3,33.78
sky130_fd_sc_hd__buf_2,2,10.01
sky130_fd_sc_hd__and3_1,1,6.260
sky130_fd_sc_hd__and3b_1,1,8.760
sky130_fd_sc_hd__buf_12,1,20.02
sky130_fd_sc_hd__nand2_1,1,3.750
sky130_fd_sc_hd__nor4bb_1,1,10.01
## how the worst min path moves through the flow
stage | from | cells after the start | endpoint | slack (ps)
after CTS | i_readData[4] | 0 | o_readDataExt[4] | 640
after global routing | i_readData[6] | 0 | o_readDataExt[6] | 640
final | i_readData[1] | 0 | o_readDataExt[1] | 640
## cell type report
class                      count  area share
multi-input combinational     60      0.4176
tap                           46     0.03969
timing repair buffer          86      0.5427
Power and IR drop assume default switching activity.
